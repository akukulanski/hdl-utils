`flow/design.v`:
```
`timescale 1ns/1ps
module uart_rx #(
    parameter UART_CLK_DIV = 32
)(
    input               clk,
    input               rst,
    output              valid,
    output [7:0]        data,
    input               ready,
    output              overflow,
    input               rx
);
localparam integer FULL_BIT_LENGTH = UART_CLK_DIV - 1;
localparam integer HALF_BIT_LENGTH = (UART_CLK_DIV >> 1);
localparam ST_IDLE = 0;
localparam ST_START_BIT = 1;
localparam ST_DATA = 2;
localparam ST_STOP_BIT = 3;
localparam N_STATES = ST_STOP_BIT + 1;
reg [$clog2(N_STATES)-1:0] state_recv = 'd0;
reg [$clog2(UART_CLK_DIV)-1:0] uart_rx_clk_counter = 'd0;
reg [2:0] bit_count = 'd0;
reg [7:0] buffer = 'd0;
reg valid_r;
reg [7:0] data_r;
reg overflow_r;
assign valid = valid_r;
assign data = data_r;
assign overflow = overflow_r;
always @(posedge clk) begin
    if (rst) begin
        state_recv <= 'd0;
        uart_rx_clk_counter <= 'd0;
        bit_count <= 'd0;
        buffer <= 'd0;
        valid_r <= 'd0;
        data_r <= 'd0;
        overflow_r <= 'd0;
    end else begin
        uart_rx_clk_counter <= uart_rx_clk_counter + 'd1;
        if (valid & ready) begin
            valid_r <= 1'b0;
            data_r <= 'd0;
        end
        case (state_recv)
            ST_IDLE:
            begin
                if (~rx) begin   
                    uart_rx_clk_counter <= 'd0;
                    state_recv <= ST_START_BIT;
                end
            end
            ST_START_BIT:
            begin
                if (uart_rx_clk_counter == HALF_BIT_LENGTH) begin
                    if (~rx) begin
                        uart_rx_clk_counter <= 'd0;
                        bit_count <= 'd0;
                        buffer <= 'd0;
                        state_recv <= ST_DATA;
                    end else begin
                        state_recv <= ST_IDLE;
                    end
                end
            end
            ST_DATA:
            begin
                if (uart_rx_clk_counter == FULL_BIT_LENGTH) begin
                    uart_rx_clk_counter <= 'd0;
                    buffer <= {buffer[6:0], rx};
                    bit_count <= bit_count + 'd1;
                    if (bit_count == 'd7) begin
                        state_recv <= ST_STOP_BIT;
                    end
                end
            end
            ST_STOP_BIT:
            begin
                if (uart_rx_clk_counter == FULL_BIT_LENGTH) begin
                    uart_rx_clk_counter <= 'd0;
                    if (rx) begin
                        valid_r <= 1'b1;
                        data_r <= buffer;
                        if (valid & ~ready) begin
                            overflow_r <= 1'b1;   
                        end
                    end else begin
                    end
                    buffer <= 'd0;
                    state_recv <= ST_IDLE;
                end
            end
            default:
            begin
                state_recv <= ST_IDLE;
            end
        endcase
    end
end  
wire [31:0] full_bit_length_w;
wire [31:0] half_bit_length_w;
assign full_bit_length_w = FULL_BIT_LENGTH;
assign half_bit_length_w = HALF_BIT_LENGTH;
endmodule
```
`flow/run.sh`:
```
#!/bin/bash
# OpenROAD 26Q1-2900-gdf79404cd8, Yosys 0.63+post, stock flow scripts
make -C /OpenROAD-flow-scripts/flow DESIGN_CONFIG=/design/flow/config.mk WORK_HOME=/design/flow/orfs finish
```
`flow/config.mk`:
```
export PLATFORM = sky130hd
export DESIGN_NAME = uart_rx
export DESIGN_NICKNAME = uart_rx
export VERILOG_FILES = /design/flow/design.v
export SDC_FILE = /design/flow/constraint.sdc
export NUM_CORES = 4
export LEC_CHECK = 1
export CORE_AREA = 10 10 93 93
export DIE_AREA = 0 0 103 103
```
`flow/constraint.sdc`:
```
current_design uart_rx

set clk_period 3.5
set clk_io_pct 0.2

create_clock -name clk0 -period $clk_period [get_ports {clk}]

set non_clock_inputs [all_inputs -no_clocks]
set_input_delay [expr $clk_period * $clk_io_pct] -clock clk0 $non_clock_inputs
set_output_delay [expr $clk_period * $clk_io_pct] -clock clk0 [all_outputs]
```
==> results.yml <==
# generated from flow reports
run_status:
  status: "finished clean"
setup_path:
  cp_max_fo: 29
  crit_path_max_incr_delay_ns: 0.44
  path_class: "in2reg"
  critPathBufInv: 3
  cp_common_cell: "buf_4"
  path_depth: 6
  required_ns: 3.71
  cp_cell_sequence: "clkdlybuf4s50_1 > buf_4 > nor3b_1 > buf_4 > nand2_1 > mux2i_1"
  r2r_cells: 6
  worstSetupEndpointType: "flop"
  crit_arrival_ns: 2.18
  start_kind: "input pin"
  crit_slowest_cell: "nor3b_1"
  crit_family: "buffers and inverters"
floorplanning:
  die_w_um: 103
  chipHeight_um: 103
  row_count: 30
  io_pins: 14
  initCoreUtil_pct: 19.1
  coreArea_um2: 6760
  die-area_um2: 10600
synth:
  synth.cellmix.compoundShare_pct: 10.7
  ys_sh_simple_pct: 25.3
  yosysTopAreaCellShare_pct: 43.4
  synth.distinct_cells: 34
  syn_area_per_cell_um2: 9.36
  topCellsByArea: "dfxtp_1, mux2i_1, nand2_1"
  synth_seq_share_pct: 43.4
  ys_warn_count: 1
  postSynthCellCount: 138
  synthTopLogicFamily: "simple AND/OR/NAND/NOR gates"
  largest_area_cell: "dfxtp_1"
  ys_chip_area_um2: 1290
  yosys_cells: 138
  fa_ha_area_share_pct: 5.81
  xor_share_pct: 1.36
  synthMuxAreaShare_pct: 9.40
  numSynthFlops: 28
  syn_area_um2: 1290
  synth-edff-count: 0
  synth-main-ff-cell: "dfxtp_1"
  synthArstFlopShare_pct: 0
clock_tree:
  cts_root_buf: "clkbuf_8"
  numCtsBuffers: 3
  cts_resized: 0
  clk_pin_slew_ns: 0.09
  cts_setup_buffers: 0
  cts-htree-levels: 1
  cts_hold_buf: 0
  cts_tree: "built"
  cts_buffer_depth: 2
  clkLatencyLatePin_ns: 0.27
  clkSinkCount: 28
detailed_routing:
  post_drt_wl_per_cell_um: 10.3
  route.detailed.drc: 0
  drt_pass1_iterations: 6
  vias: 918
  detail-route-antenna-nets: 0
  antennaDiodeCount: 0
  drt_iter0_drc: 87
  wl_um: 2350
  routed_via_density: 4.01
min_path:
  min_path_type: "reg2reg"
  whs_path_depth: 2
timing:
  period_used_pct: 56.3
  fin_worst_skew_ns: 0.00179
  rsz0062_at_grt: "no"
  tightest_slew_ns: 0.481
  fmax_mhz: 507
  hold_violations: 0
  min_period_ns: 1.97
  setup_tns_ns: 0
  drv_slew: 0
  setup_viol: 0
  slew_headroom_pct: 67.9
placement:
  dpl.hpwl_um: 1730
  dp.cells: 225
  gp_congestion: 0.759
  port_buffers: 13
job:
  warnings: 26
  cap_violations: 0
power_and_ir_drop:
  power.leakage_nw: 0.593
  p_per_area_nw_per_um2: 384
  irDropWorstVdd_uv: 134
cells_and_area:
  drive_gt1_share_pct: 8.05
  syn_to_final_growth_pct: 21.3
  final_cell_mix: "dfxtp_1, nand2_1, nand2b_1, clkdlybuf4s50_1"
  post-route-util_pct: 23.2
  final_common_cell: "dfxtp_1"
  fin_cells: 229
global_route:
  antenna_found_initial: 0
  grt_pass1_vias: 913
  grt_usage_pct: 4.52
  grt_pass1_wl_um: 4080
  grt_max_degree: 30
  gr-total-overflow: 0
## metrics by stage
stage          setup WS [ns]  instance area [µm²]  total power, W  hold WS (ns)
6_report                1.53                 1570        0.000602         0.458
4_1_cts                 1.54                 1570        0.000612         0.466
5_1_grt                 1.36                 1570        0.000627         0.474
3_3_place_gp            1.31                 1500        0.000358         0.454
2_1_floorplan           1.72                 1290        0.000352         0.432
3_5_place_dp            1.27                 1500        0.000358         0.452
## state kept, by name (all words and copies together) (netlist names), named ones only
name,flops
uart_rx_clk_counter,5
valid_r,1
state_recv,1
bit_count,3
overflow_r,1
buffer,8
data_r,8
## power breakdown
group / internal, W / leakage (nW) / switching (W)
Combinational: 0.0000131 / 0.331 / 0.0000117
Clock: 0.000153 / 0.0357 / 0.0000985
Sequential: 0.000321 / 0.226 / 0.00000426
Total: 0.000488 / 0.593 / 0.000115
## worst register-to-register path, delay by kind of cell (launching register included)
family | cells | cell delay, ns
AND-OR/OR-AND | 1 | 0.32
adder cells (fa/ha/maj) | 2 | 0.47
flip-flops | 1 | 0.35
multiplexers | 2 | 0.54
AND/OR/NAND/NOR | 1 | 0.21
## routing by layer
| metal | part of all wire [%] | up-vias | global-route usage, % | wire length, µm |
|---|---|---|---|---|
| met5 | 0 | - | 0 | 0 |
| met4 | 0.43 | 0 | 0.428 | 10 |
| met3 | 2.1 | 2 | 1.08 | 50 |
| met2 | 46 | 6 | 7.02 | 1070 |
| met1 | 52 | 411 | 6.47 | 1220 |
| li1 | - | 499 | - | - |
## path summary, 6_finish.rpt
path / from / end / slack (ns)
hold reg to reg: buffer[7] / data_r[7] / 0.46
hold / removal: buffer[7] / data_r[7] / 0.46
setup / recovery: rst / buffer[1] / 1.53
setup reg to reg: uart_rx_clk_counter[0] / buffer[2] / 1.55
## synth_stat cells (all sizes together) (2+ instances only)
library cell and n:
nand2 22, buf 5, mux2i 11, nand3 11
a21oi 9, dfxtp 28, a2bb2oi 2, nor2b 2
inv 3, nand2b 13, nor3 3, nor3b 2
clkbuf 3, nor2 2, ha 6
## cell families (layout without fill, tap and decap cells)
family                   after synthesis  in the layout
AND/OR/NAND/NOR                       62             62
multiplexers                          12             12
AND-OR/OR-AND                         17             17
flip-flops                            28             28
buffers and inverters                 11             22
XOR/XNOR                               2              2
adder cells (fa/ha/maj)                6              6
## cell type report
class	instances	area, µm²
multi-input combinational	99	678
timing repair buffer	15	145
clock inverter	1	30.0
fill	729	5190
clock buffer	3	41.3
inverter	3	11.3
tap	80	100
sequential	28	561
Power is estimated from default activity; no workload was simulated.
